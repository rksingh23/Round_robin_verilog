--- flow/run.sh ---
#!/bin/bash
# OpenROAD 26Q1-2900-gdf79404cd8, Yosys 0.63+post, stock flow scripts
make -C /OpenROAD-flow-scripts/flow DESIGN_CONFIG=/design/flow/config.mk WORK_HOME=/design/flow/orfs finish
--- flow/config.mk ---
export PLATFORM = sky130hd
export DESIGN_NAME = Round_Robin_4
export DESIGN_NICKNAME = Round_Robin_4
export VERILOG_FILES = /design/flow/design.v
export SDC_FILE = /design/flow/constraint.sdc
export NUM_CORES = 4
export LEC_CHECK = 1
export CORE_AREA = 10 10 70 70
export DIE_AREA = 0 0 80 80
--- flow/constraint.sdc ---
current_design Round_Robin_4

set clk_period 1.6
set clk_io_pct 0.2

create_clock -name clk0 -period $clk_period [get_ports {CLK}]

set non_clock_inputs [all_inputs -no_clocks]
set_input_delay [expr $clk_period * $clk_io_pct] -clock clk0 $non_clock_inputs
set_output_delay [expr $clk_period * $clk_io_pct] -clock clk0 [all_outputs]
--- flow/design.v ---
`timescale 1ns/1ns
module Round_Robin_4(grant_vector, req_vector, enable, CLK, RST);
output reg [3:0] grant_vector;
input [3:0] req_vector;
input CLK, RST, enable;
integer temp;
reg [1:0] state;
reg [3:0]LRU;
localparam 
GRNT0 = 4'b0001,  
GRNT1 = 4'b0010,
GRNT2 = 4'b0100, 
GRNT3 = 4'b1000;
always@(posedge CLK) 
begin
if (RST)
begin
	grant_vector<=GRNT0;
	temp=0;
	LRU<=4'b0000;
end
else if (enable)
begin
LRU<=grant_vector;
case(state)
2'b00:
begin  
if (req_vector[0]==1)                        
grant_vector<= GRNT0;  
else if (req_vector[1]==1)
grant_vector<= GRNT1;
else if (req_vector[2]==1)
grant_vector<= GRNT2;
else if (req_vector[3]==1)
grant_vector<= GRNT3; 
end
2'b01:
begin  
if (req_vector[1]==1)                        
grant_vector<= GRNT1; 
else if (req_vector[2]==1)
grant_vector<= GRNT2;
else if (req_vector[3]==1)
grant_vector<= GRNT3;
else if (req_vector[0]==1)
grant_vector<= GRNT0; 
end
2'b10: 
begin  
if (req_vector[2]==1)                        
grant_vector<= GRNT2;  
else if (req_vector[3]==1)
grant_vector<= GRNT3;
else if (req_vector[0]==1)
grant_vector<= GRNT0;
else if (req_vector[1]==1)
grant_vector<= GRNT1; 
end
2'b11:
begin
if (req_vector[3]==1)                        
grant_vector<= GRNT3;  
else if (req_vector[0]==1)
grant_vector<= GRNT0;
else if (req_vector[1]==1)
grant_vector<= GRNT1;
else if (req_vector[2]==1)
grant_vector<= GRNT2; 
end
endcase
end
end   
always @ (posedge CLK) begin
		if ((temp>=0)&&(temp<=99))
		begin 
		state<=2'b00;
		temp<=temp+1;
		end
		else if ((temp>99)&&(temp<=199))
		begin
		state<=2'b01;
		temp<=temp+1;
		end
		else if ((temp>199)&&(temp<=299)) 
        begin 
		state<=2'b10;
		temp<=temp+1;
		end
		else if ((temp>299)&&(temp<=399)) 
        begin 
		state<=2'b11;
		temp<=temp+1;
		end
		else 
		begin
		state<=2'b00;
	    temp<=0;
		end
end
endmodule
==> changes_impl.md <==
### Metrics

* Met3 GRT Util at 2.955%
* Fin Setup TNS at 0 ps
* Top Registers: grant_vector (4)
* Final Worst Setup Slack at 200.5 ps
* Root Driver: clkbuf_4
* Chip height at 80 µm
* Flop2flop setup slack at 580 ps
* Area leader share at 43.84%
* Setup Skew at 0 ps
* Cts bufs inserted at 3
* Post-synth area hogs: dfxtp_1, or4b_1, a31oi_1
* I/O pin cnt at 11
* Pin count of the biggest net entering global routing at 6
* Crit-path max FO at 2
* Starting density of the core at 5.348%
* Port bufs at 10
* H-tree depth at 1
* Max reg flops at 4
* Row count at 21
* Resize count post-CTS at 0
* Least-Margin Pin Slew at 214.3 ps
* Vias at 219
* Commonest non-fill, non-tap cell in the layout: clkdlybuf4s50_1
* Ys flops at 4
* Worst min-delay path class: flip-flop to flip-flop
* Post-Route WL at 720 µm
* Area Overhead vs Synth at 112.3%
* Clock sink total at 4
* Met2 usage at 1.685%
* CP Depth at 1
* R2R cell count at 2
* Req. time, crit path at 1280 ps
* Worst-path clk slew at 40 ps
* CP max-delay cell: clkdlybuf4s50_1
* Setup WS pre-CTS at 30.79 ps
* Cycle use final at 87.47%
* Hold Buf Count CTS at 0
* Worst EP arrival at 1080 ps
* DP Area at 362.8 µm²
* Leak Pwr at 0.0001198 µW
* P per Cell Area at 745.9 mW/mm²
* Post-DRT Antenna Nets at 0
* Core outline area at 0.003416 mm²
* Status: finished, final reports clean
* Fin. Hold Viols at 0
* Slew HR at 85.59%
* FF-to-FF End: grant_vector[1]
* YS warnings at 65
* DR WL/cell at 9.000 µm
* Hpwl dp at 526.3 µm
* Layout cell share with drive strength beyond 1 at 24.24%
* Die Wd at 80 µm
* DRC Markers at 0
* Via-per-instance ratio at 2.738
* Die ar. at 0.006400 mm²
* Longest Clk Path Bufs at 2
* CTS tree: yes
* CP top delay family: buffers and inverters
* Synth Instances at 17
* Crit path launch type: flip-flop
* Post-synth seq share at 43.84%
* Vias in the first global route at 218
* Final setup viols at 0
* Worst path cell trace: clkdlybuf4s50_1
* Cell taking the most area after synthesis: dfxtp_1
* IR drop worst, VDD at 0.1135 mV
* GPL Wtd Cong at 0.7855
* Synthesized area at 182.7 µm²
* Drt initial violations at 15
* Crit path from: grant_vector[3]
* First-pass GRT wire length at 1.062 mm
* Fmax at 714.5 MHz
* Initial antenna violation count at 0
* Latency at later pin at 240 ps
* Yosys stat cell total at 17
* Grt peak-use layer: met1
* Global route overflow at 0
* Critical path capture point type: primary output
* Setup bufs post-CTS at 0
* CP peak stage delay at 490 ps
* Post-synthesis cell type count at 11
* Global-route usage over all layers at 2.244%
* Tmin final at 1399 ps
* Worst Path Buf+Inv at 1
* DRT Pass-1 Iters at 4
* Most frequent cells in the layout: clkdlybuf4s50_1, dfxtp_1, clkbuf_4, buf_4
* Tool Warnings at 25
* Max cap viols at 0
* Largest Register: grant_vector
* Worst Setup Path Type: flip-flop to primary output
* Design Area, Final at 387.9 µm²
* YS chip area at 182.7 µm²
* Worst R2R Start: grant_vector[1]
* RSZ-0062 raised after global routing: no
* Critical path endpoint: grant_vector[3]
* Met1 GRT Util at 2.982%
* Slew Viols, Final at 0
* Pwr Total at 289.3 µW
* Syn avg cell area at 10.75 µm²
## power by group
group | switching (µW) | internal (µW) | total, µW | leakage, µW
Combinational | 15.3 | 32.9 | 48.2 | 0.0000732
Sequential | 3.05 | 105 | 108 | 0.0000328
Clock | 48.8 | 84.4 | 133 | 0.0000138
Total | 67.1 | 222 | 289 | 0.000120
## metrics by stage
stage	utilization, %	std cells	hold slack [ps]
after floorplan	-	17	389.4
after global routing	11.28	79	498.3
after detailed placement	10.62	76	479.0
after global placement	10.62	76	475.8
after CTS	11.28	79	494.4
final	11.36	80	490.0
## how the worst min path moves through the flow
stage	depth (start not counted)	to	slack [ps]	startpoint
CTS	1	grant_vector[0]	490	grant_vector[0]
global route	1	grant_vector[0]	500	grant_vector[0]
finish	1	grant_vector[0]	490	grant_vector[0]
## area by class of cell
cell class,count,area (µm²)
fillers,404,3028
repair buffers,13,122.6
multi-input cells,13,102.6
clock buffers,3,22.52
diodes,1,2.502
well taps,46,57.56
flip-flops and latches,4,80.08
## cell usage after synthesis, drive strengths merged
cell	instances
a31oi	2
a221o	1
nand2b	2
a21oi	1
dfxtp	4
nand3b	1
o31ai	1
or4b	2
nor3	1
or4bb	1
o31a	1
## worst reg2reg max path: stages (launching register included)
cell,delay [ps]
dfxtp_1,340
or4b_1,440
a31oi_1,170
## cell families (layout without fill, tap and decap cells)
group | Yosys count | count (layout) | synth area share (%)
AOI/OAI and AO/OA | 6 | 6 | 25.34
buffers and inverters | 0 | 16 | 0
DFF | 4 | 4 | 43.84
other | 0 | 1 | 0
and+or+nand+nor | 7 | 7 | 30.82
## per-layer routing
metal	up-vias	share of wire (%)
met1	98	47
li1	106	-
met4	0	2.2
met3	2	27
met5	-	0
met2	13	23
Power figures rest on the tool's default switching activity, not on a simulated workload.
